==> ./run.sh <==
#!/bin/bash
# OpenROAD 26Q1-2900-gdf79404cd8, Yosys 0.63+post, stock flow scripts
make -C /OpenROAD-flow-scripts/flow DESIGN_CONFIG=/design/flow/config.mk WORK_HOME=/design/flow/orfs finish
==> ./config.mk <==
export PLATFORM = sky130hd
export DESIGN_NAME = RegFile
export DESIGN_NICKNAME = RegFile
export VERILOG_FILES = /design/flow/design.v
export SDC_FILE = /design/flow/constraint.sdc
export NUM_CORES = 4
export LEC_CHECK = 1
export CORE_UTILIZATION = 40
==> ./constraint.sdc <==
current_design RegFile

set clk_period 6.4
set clk_io_pct 0.2

create_clock -name clk0 -period $clk_period [get_ports {clk}]

set non_clock_inputs [all_inputs -no_clocks]
set_input_delay [expr $clk_period * $clk_io_pct] -clock clk0 $non_clock_inputs
set_output_delay [expr $clk_period * $clk_io_pct] -clock clk0 [all_outputs]
==> ./design.v <==
module RegFile #(
    parameter ADDRESS_WIDTH=5,
              DATA_WIDTH=32
)(
    input logic clk, 
    input logic we3,
    input logic[ADDRESS_WIDTH-1:0] ad1,
    input logic[ADDRESS_WIDTH-1:0] ad2, 
    input logic[ADDRESS_WIDTH-1:0]ad3,
    input logic [DATA_WIDTH-1:0] wd3,
    output logic[DATA_WIDTH-1:0] rd1, 
    output logic[DATA_WIDTH-1:0] rd2,
    output logic [DATA_WIDTH-1:0]a0
);
logic [DATA_WIDTH-1:0] regArray [2**ADDRESS_WIDTH-1:0];
always_ff @(posedge clk) begin
    if(we3)begin
        regArray[ad3]<=wd3;
    end
end
always_comb begin 
    rd1=regArray[ad1];
    rd2=regArray[ad2];
    a0=regArray[10]; 
end
endmodule
==> results.ini <==
[sta]
slew_headroom_pct=38.96
setup_ws_ns=0.7066
rsz0062_at_grt=no
fin_crit_ns=5.693
slew_violations=0
fin_crit_sh_pct=88.96
tightest_slew_ns=0.9135
fmax_ghz=0.1756
setup_violations=0
hold_viol=0
finalSetupTns_ns=0

[detailed_routing]
post_drt_via_cell_ratio=5.936
drtAntennaViolNets=0
dr_total_vias=31120
drt-initial-drc-count=2168
wl_per_cell_um=29.35
wl_mm=153.9
firstDrtPassIters=6
drc=0

[synth]
area_leaders=edfxtp_1, mux2i_1, a22oi_1, a22o_1, nand3_1
synth_area_per_cell_um2=14.41
ys_top_cells_by_count=edfxtp_1, mux2i_1, nand2_1
ys_cells=3386
yosys_most_used_dff=edfxtp_1
top_area_share_pct=63.03
synth_top_cell_by_area=edfxtp_1
yosys.stat.seqShare_pct=63.03
edf_count=1024
yosys_area_mm2=0.04879
yosys_warnings=1
netlist_area_mm2=0.04879
numSynthFlops=1024
synthCells=3386
yosysUniqueCellTypes=23
ys_async_sr_fraction_pct=0

[clocking]
clk_pin_slew_ns=0.06
clk_path_buf_depth=3
hold_buffers=0
post-cts-setup-buffers=0
cts.repair.resized=0
numClockSinks=1024
cts_buffers=106
cts-root-buf=clkbuf_16
ctsHtreeMaxLevel=3
cts_tree=yes

[finish]
fin_cells=5243
syn_to_final_growth_pct=14.86
fill_cells=10380
largest_reg_flops=1024
final_area_mm2=0.05604
drive_above_1_share_pct=9.837
top_register=regArray
reg_top3=regArray (1024)

[worst_setup_path]
crit_start=ad1[0]
required_ns=5.12
worstSetupEndpoint=rd1[26]
worstPathArrival_ns=4.41
crit_fanout=21
cp-start-kind=primary input
end_kind=output pin
critPathKind=primary input to output pin

[min_path]
hp-class=primary input to flop

[placed_design]
port-buffer-count=144
dpl_worst_slack_ns=0.7578
gp_routability_congestion=0.8898
hpwl_mm=91.18
place_area_mm2=0.05267
dp.cells=5054

[grt]
grt_antenna_before_repair=9
first_global_vias=31980
grt_overflow=0
grt_pass1_wl_mm=218.3
track_usage_pct=26.76
grt_max_degree=83

[floorplan]
initial_core_util_pct=40.51
io_pins=145
num_rows=127
die_h_um=351.2
die-area_mm2=0.1234
die_w_um=351.2
core_mm2=0.1204

[power_and_ir_drop]
pwr-share-clk_pct=40.6
switching_power_mw=3.436
finalPower_mw=14.99
vdd_ir_drop_max_mv=0.2330
switching_share_pct=22.93
p_per_area_mw_per_mm2=267.4
intPower_mw=11.55
power_frac_comb_pct=9.4
seq_power_share_pct=50.0
p_leak_nw=20.51

[flow_run]
cap_violations=0
warnings=26

[run_status]
outcome=finished, final reports clean

==> through the flow <==
| stage | util (%) | hold WS (ns) |
|---|---|---|
| floorplan | - | 1.379 |
| global placement | 43.73 | 2.084 |
| detailed placement | 43.73 | 2.086 |
| CTS | 46.52 | 1.385 |
| global route | 46.52 | 1.416 |
| finish | 46.53 | 1.419 |
==> cells in the final DEF (no fill, tap or decap), drive strengths merged <==
master / Yosys / final
mux2i: 1024 / 1024
edfxtp: 1024 / 1024
nand2: 195 / 195
nand3: 194 / 194
a22oi: 192 / 192
a21oi: 192 / 192
buf: 166 / 167
clkdlybuf4s50: 0 / 142
clkbuf: 87 / 137
a22o: 128 / 128
nor3: 64 / 64
a31oi: 64 / 64
nor2: 35 / 35
clkinv: 0 / 32
bufinv: 0 / 12
nand3b: 5 / 5
nor2b: 4 / 4
nand2b: 4 / 4
inv: 0 / 4
or3b: 3 / 3
diode: 0 / 2
and2: 2 / 2
or2: 2 / 2
clkinvlp: 0 / 2
or3: 1 / 1
==> how the worst min path moves through the flow <==
stage | cells past startpoint | slack, ns | end | startpoint
4_1_cts | 2 | 1.39 | regArray[22][30] | wd3[30]
5_1_grt | 2 | 1.42 | regArray[19][30] | wd3[30]
6_report | 2 | 1.42 | regArray[17][30] | wd3[30]
==> power by group through the flow <==
stage                 sequential (mW)  combinational [mW]  clock, mW
final                            7.50                1.41       6.08
after CTS                        7.50                1.40       6.15
after global routing             7.50                1.50       6.40
==> cell type report <==
| type | count | area [µm²] | area share, % |
|---|---|---|---|
| multi-input combinational | 2109 | 16780 | 29.94 |
| tap | 1612 | 2017 | 3.599 |
| sequential | 1024 | 30750 | 54.87 |
| clock buffer | 137 | 2790 | 4.979 |
| antenna | 2 | 5.005 | 0.008931 |
| timing repair buffer | 309 | 3128 | 5.582 |
| clock inverter | 50 | 570.5 | 1.018 |
==> kinds of logic (layout without fill, tap and decap cells) <==
| group | count (synthesis) | count (layout) | synth area share (%) |
|---|---|---|---|
| AOI/OAI and AO/OA | 576 | 576 | 8.042 |
| buffers and inverters | 253 | 496 | 3.211 |
| DFF | 1024 | 1024 | 63.03 |
| muxes | 1024 | 1024 | 21.01 |
| other | 0 | 2 | 0 |
| and+or+nand+nor | 509 | 509 | 4.714 |
==> metal layers <==
layer | GRT usage [%] | up-vias | routed length [µm]
met5 | 1.138 | - | 256
met4 | 6.877 | 18 | 4957
met3 | 14.29 | 310 | 19630
met2 | 41.68 | 1587 | 74060
met1 | 33.67 | 15470 | 54990
li1 | - | 13740 | -
==> worst max-delay path, cell delays in order <==
cell	delay, ns
clkdlybuf4s50_1	0.53
nor2_4	0.70
buf_4	0.47
buf_4	0.37
a22o_1	0.19
nor3_1	0.05
a31oi_1	0.25
nand3_1	0.12
clkdlybuf4s50_1	0.43
No activity file was given, so power comes from the tool's default toggle rates.
