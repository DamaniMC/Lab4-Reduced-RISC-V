==> /design/flow/design.v <==
module MUX#(parameter DATA_WIDTH=32)(
    input logic [DATA_WIDTH-1:0] a, 
    input logic [DATA_WIDTH-1:0]b,
    input logic sel,
    output logic [DATA_WIDTH-1:0] out
);
always_comb begin
    if(sel==0)
        out=a;
    else
        out=b;
end
endmodule
==> /design/flow/run.sh <==
#!/bin/bash
# OpenROAD 26Q1-2900-gdf79404cd8, Yosys 0.63+post, stock flow scripts
make -C /OpenROAD-flow-scripts/flow DESIGN_CONFIG=/design/flow/config.mk WORK_HOME=/design/flow/orfs finish
==> /design/flow/config.mk <==
export PLATFORM = sky130hd
export DESIGN_NAME = MUX
export DESIGN_NICKNAME = MUX
export VERILOG_FILES = /design/flow/design.v
export SDC_FILE = /design/flow/constraint.sdc
export NUM_CORES = 4
export LEC_CHECK = 1
export CORE_AREA = 10 10 70 70
export DIE_AREA = 0 0 80 80
==> /design/flow/constraint.sdc <==
current_design MUX

set clk_period 1.0
set clk_io_pct 0.2

create_clock -name clk0 -period $clk_period

set non_clock_inputs [all_inputs -no_clocks]
set_input_delay [expr $clk_period * $clk_io_pct] -clock clk0 $non_clock_inputs
set_output_delay [expr $clk_period * $clk_io_pct] -clock clk0 [all_outputs]
==> results.toml <==
# yosys + openroad results
[job]
drv_cap = 0
warnings = 34

[synth]
ys_area_um2 = 544.3
yosysUniqueCellTypes = 4
netlist.area_leader.share = 0.8276
syn_avg_cell_area_um2 = 15.12
syn_inst = 36
syn_area_um2 = 544.3
yosysTopAreaCell = "mux2_4"
yosys_warnings = 1
synth_top_cell_by_count = "mux2_4"
ys_seq_share = 0
yosys-top-cells-count = "mux2_4, buf_12, mux2_2"
ys_cells = 36
top_cells_by_area = "mux2_4, buf_12, mux2_2, buf_6"

[route]
wl_met3_um = 313
vias = 730
avgRoutedWirePerCell_um = 14.84
wl_met1_um = 1142
wl_met2_um = 1394
drt_drc_violations_left = 0
drtPass1Iterations = 2
drt_first_iter_violations = 4
detail-route-antenna-nets = 0
antenna_cells = 0
via_per_inst = 3.802
highest-signal-layer = "met3"
wirelength_um = 2849

[place]
placed_cells = 177
hpwlAfterDp_um = 2396
gp_congestion = 0.7595
port_buffers = 97

[timing]
setup_tns_ps = -5032
slew_headroom = 0.9592
setup_viol = 32
hold_viol = 0
whs_ps = 694.3
period_minus_slack_ps = 1175
maxSlewViolCount = 0
rsz0062_at_grt = "true"
finalCritPeriodShare = 1.175
tightest_slew_ps = 61.11
finalWorstSetupSlack_ps = -175.4
fmax_mhz = 850.8

[global_routing]
grt_pass1_wl_um = 4146
overflow = 0
antenna_found_initial = 0
grt_usage = 0.07873
grt_max_degree = 8
grt_pass1_vias = 824

[layout]
fillers = 327
drive_gt1_frac = 0.5616
stdcell_count = 192
register_area_um2 = 0
areaGrowthSynthToFinish_pct = 212.0
final_util = 0.4971
clkbuf_count = 0
design.seq.count = 0
layout.area.comb_um2 = 480.5

[die]
die_h_um = 80
dieArea_um2 = 6400
die_x_um = 80
core.rowCount = 21
fp_util = 0.1593
ioPinCount = 97
coreArea_um2 = 3416

[run_status]
status = "finished with violations"
violations = "setup timing"

[setup_path]
end_kind = "primary output"
cp.required_ps = 800
crit_fanout = 7
critPathKind = "primary input to primary output"
crit_arrival_ps = 980
start_kind = "primary input"

[clocking]
hold_buffers = 0

[power]
ir_worst_vdd_mv = 0.1734
static-leakage-power_nw = 0.9905
power_mw = 0.6599
p_per_area_nw_per_um2 = 388.7

[worst_hold_path]
worstHoldPathType = "primary input to primary output"
layer usage:
layer  vias to the layer above  global-route usage
met5                         -                   0
met4                         0                   0
met3                         0             0.03068
met2                        51              0.1429
met1                       317             0.08965
li1                        362                   -
power by group:
| part | switching (mW) | internal [mW] | leakage, nW |
|---|---|---|---|
| Sequential | 0 | 0 | 0 |
| Combinational | 0.141 | 0.519 | 0.990 |
| Clock | 0 | 0 | 0 |
| Total | 0.141 | 0.519 | 0.990 |
path summary, 6_finish.rpt:
kind	from	end	depth (start not counted)
worst max-delay path	sel	out[31]	5
worst min-delay path	a[24]	out[24]	3
cell usage in the layout (no fill, tap or decap):
cell type and count:
dlygate4sd2_1 40, mux2_4 32, buf_6 29, dlymetal6s2s_1 14
buf_2 12, clkdlybuf4s50_1 10, buf_12 3, buf_8 3
buf_4 2, buf_16 1
critical path, stage by stage:
cell    delay (ps)
buf_12         110
buf_12         130
buf_8          120
mux2_4         300
buf_6          110
area by class of cell:
type               instances  share of cell area
repair buffers           114              0.6831
multi-input cells         32              0.2830
well taps                 46             0.03390
metrics by stage:
stage | setup slack [ps] | instance area (um2)
after global routing | -193.8 | 1698
final | -175.4 | 1698
after global placement | -492.2 | 1536
after floorplan | 66.90 | 544.3
after CTS | -177.7 | 1607
after detailed placement | -496.6 | 1536
repair_timing:
item | CTS | global route
setup buffers | 14 | 0
gates resized | 170 | 23
endpoints found under the setup margin | 32 | 32
cloned | 1 | 0
logic make-up (layout without fill, tap and decap cells):
kind of cell	Yosys count	in the layout	share of synthesized area
mux	32	32	0.8690
buf+inv	4	114	0.1310
No activity file was given, so power comes from the tool's default toggle rates.
