==> flow/design.v <==
module PC#(parameter MEM_ADDRESS_WIDTH=8)(
    input logic clk,
    input logic rst,
    input logic [MEM_ADDRESS_WIDTH-1:0] next_PC,
    output logic [MEM_ADDRESS_WIDTH-1:0] PC
);
always_ff @(posedge clk)begin 
    if(rst)
        PC={MEM_ADDRESS_WIDTH{1'b0}};
    else
        PC=next_PC;
end
endmodule
==> flow/run.sh <==
#!/bin/bash
# OpenROAD 26Q1-2900-gdf79404cd8, Yosys 0.63+post, stock flow scripts
make -C /OpenROAD-flow-scripts/flow DESIGN_CONFIG=/design/flow/config.mk WORK_HOME=/design/flow/orfs finish
==> flow/config.mk <==
export PLATFORM = sky130hd
export DESIGN_NAME = PC
export DESIGN_NICKNAME = PC
export VERILOG_FILES = /design/flow/design.v
export SDC_FILE = /design/flow/constraint.sdc
export NUM_CORES = 4
export LEC_CHECK = 1
export CORE_AREA = 10 10 70 70
export DIE_AREA = 0 0 80 80
==> flow/constraint.sdc <==
current_design PC

set clk_period 1.0
set clk_io_pct 0.2

create_clock -name clk0 -period $clk_period [get_ports {clk}]

set non_clock_inputs [all_inputs -no_clocks]
set_input_delay [expr $clk_period * $clk_io_pct] -clock clk0 $non_clock_inputs
set_output_delay [expr $clk_period * $clk_io_pct] -clock clk0 [all_outputs]
==> qor.txt <==
Logic area: 50.0 um^2
CTS clk-pin slew, worst paths: 50 ps
GRT Util Overall: 1.82%
initial DRC count: 0
Setup TNS: 0 ps
Slew Viols, Final: 0
Flop pwr share: 52.9%
Data arrival, critical path: 770 ps
top cells, area: dfxtp_1 (76%), nor2b_1 (24%)
die area: 0.00640 mm^2
Ys Warns: 1
Max-Cap Viols: 0
drt pass-1 iters: 1
leak pwr: 0.186 nW
Critical Path, Cell by Cell: dlygate4sd2_1
Port Buf Inserts: 17
area delta synth->final: 121%
Clk pwr share: 36.1%
drt wl/cell: 7.43 um
ANT nets after route: 0
Pre-Place Util: 6.15%
Async SR Flop Fraction: 0%
largest area contributor in the netlist: dfxtp_1
core area: 0.00342 mm^2
DR vias: 188
Post-Syn Area: 210 um^2
slowest stage delay, CP: 290 ps
CTS Buf Count: 3
site row count: 21
sw frac: 17.6%
number of global-route vias before repair: 203
f_max: 1.03 GHz
Area leader share: 76.2%
die height: 80 um
slowest cell on the critical path: dfxtp_1
worst slew pin tran: 85.2 ps
CTS Sinks: 8
Hold/Removal Path Class: input pin to flip-flop
I/O pin total: 18
largest net degree at the start of global routing: 9
fin crit share: 97.2%
Synth top cells by count: dfxtp_1 (8), nor2b_1 (8)
Worst setup EP type: primary output
gpl congestion: 0.638
Final Critical Period: 972 ps
Gate power share: 11.0%
worst hold path startpoint: next_PC[3]
Slew HR: 94.3%
RSZ-0062 raised after global routing: false
PwrDens: 1390 mW/mm^2
post-synth cell types: 2
worst endpoint required time: 800 ps
cells after synthesis: 16
Post-synth EDFFs: 0
yosys synthesis chip area: 210 um^2
hold worst-path end: PC[3]
status: complete, no violations
CTS max path bufs: 2
tool warning count: 25
TritonCTS clock tree: yes
Setup CP Type: flip-flop to primary output
CP Launch Point: PC[5]
Seq cells post-synth: 8
Hold Path Depth: 2
Yosys Instances: 16
net switching power figure: 0.113 mW
first-pass GRT wire length: 917 um
Chip Width: 80 um
DR DRC count: 0
worst path bufs/invs: 1
Post-Route Utilization: 13.6%
Clock H-tree levels: 1
final wirelength: 617 um
CP max FO: 1
post-CTS setup buffer count: 0
antenna diode count: 0
Seq share, synth: 76.2%
Top delay family on crit path: flip-flops
total congestion overflow: 0
max reg flops: 8
Max IR drop VDD: 170 uV
Power Internal: 0.531 mW
final hold viol count: 0
fraction of layout cells with a size suffix above 1: 16.2%
Vias/cell: 2.27
initial antenna violation count: 0
Sequential cell area: 163 um^2
Synth Flop Type: dfxtp_1
startpoint class of the critical path: flip-flop
root buf cell: clkbuf_4
fillers: 391
final setup violation count: 0
syn avg cell area: 13.1 um^2
## area by class of cell
type | count | area share (%)
timing repair buffer | 18 | 36.9
sequential | 8 | 35.0
tap | 46 | 12.4
multi-input combinational | 8 | 10.8
clock buffer | 3 | 4.85
## per-stage QoR
| stage | hold WS [ps] | std cells | setup slack [ps] | area (um^2) | power [mW] |
|---|---|---|---|---|---|
| after global routing | 510 | 83 | 0.784 | 464 | 0.674 |
| final | 496 | 83 | 28.4 | 464 | 0.645 |
| after floorplan | 272 | 16 | 538 | 210 | 0.353 |
| after global placement | 757 | 80 | 35.5 | 445 | 0.429 |
| after detailed placement | 764 | 80 | 20.7 | 445 | 0.430 |
| after CTS | 491 | 83 | 12.9 | 460 | 0.657 |
## power groups by stage
| stage | sequential (mW) | clock [mW] | combinational (mW) |
|---|---|---|---|
| 4_1_cts | 0.341 | 0.244 | 0.0722 |
| 5_1_grt | 0.342 | 0.255 | 0.0775 |
| 6_report | 0.341 | 0.233 | 0.0708 |
## layout by cell type (no fill, tap or decap)
| cell type | netlist | final |
|---|---|---|
| clkdlybuf4s50_1 | 0 | 9 |
| nor2b_1 | 8 | 8 |
| dfxtp_1 | 8 | 6 |
| dlygate4sd2_1 | 0 | 5 |
| clkbuf_4 | 0 | 3 |
| clkdlybuf4s15_1 | 0 | 3 |
| dfxtp_2 | 0 | 2 |
| buf_4 | 0 | 1 |
## cell families (layout without fill, tap and decap cells)
family	count (synthesis)	after routing	synth area share [%]
flip-flops	8	8	76.2
AND/OR/NAND/NOR	8	8	23.8
buffers and inverters	0	21	0
## repair_timing
action	CTS	global route
endpoints found under the setup margin	8	2
resized	10	3
hold buffers	0	0
pin swaps	0	0
cloned	0	0
## metal layers
layer	wire [um]	share of wire (%)	track usage, %
met1	167	27	1.28
met2	377	61	3.77
met3	16	2.6	0.341
met4	56	9.1	1.58
met5	0	0	0
## worst max-delay path by stage
stage        to  cells past startpoint  slack, ps
4_1_cts   PC[7]                      1         10
5_1_grt   PC[5]                      1        0.8
6_report  PC[5]                      1         30
Power and IR drop assume default switching activity.
